$ cat constraint.sdc
current_design mem

set clk_period 15.7
set clk_io_pct 0.2

create_clock -name clk0 -period $clk_period [get_ports {clk}]

set non_clock_inputs [all_inputs -no_clocks]
set_input_delay [expr $clk_period * $clk_io_pct] -clock clk0 $non_clock_inputs
set_output_delay [expr $clk_period * $clk_io_pct] -clock clk0 [all_outputs]
$ cat config.mk
export PLATFORM = sky130hd
export DESIGN_NAME = mem
export DESIGN_NICKNAME = mem
export VERILOG_FILES = /design/flow/design.v
export SDC_FILE = /design/flow/constraint.sdc
export NUM_CORES = 4
export LEC_CHECK = 1
export CORE_UTILIZATION = 30
$ cat design.v
module mem(
input wire clk,
input wire rstn,
input wire en,
input wire cs,
input wire [addr_width - 1:0] addr,
input wire [bus_width - 1:0] din,
output wire [bus_width - 1:0] dout
);
parameter [31:0] addr_width=6;
parameter [31:0] bus_width=14;
reg [addr_width - 1:0] al = 8'h00;
reg [bus_width - 1:0] mem[255:0];
  assign dout = mem[al];
  always @(posedge clk) begin
    al <= addr;
    if(en == 1'b1) begin
      mem[addr] <= din;
    end
  end
endmodule
$ cat run.sh
#!/bin/bash
# OpenROAD 26Q1-2900-gdf79404cd8, Yosys 0.63+post, stock flow scripts
make -C /OpenROAD-flow-scripts/flow DESIGN_CONFIG=/design/flow/config.mk WORK_HOME=/design/flow/orfs finish
==> impl_metrics.py <==
# Physical implementation metrics
metrics = {
    "status": {
        "status": "finished, final reports clean",
    },
    "cts": {
        "cts_tree": "built",
        "cts-buffers-inserted": 88,
        "clk_pin_slew_ns": 0.06,
        "ctsResizeCount": 0,
        "hold_buffers": 0,
        "cts.path.max_buffers": 3,
        "cts_max_level": 3,
        "post_cts_buffers": 0,
        "clockRootBuffer": "clkbuf_16",
        "cts.sinks": 902,
    },
    "grt": {
        "grt_pass1_wl_um": 116800,
        "grt_usage_pct": 14.65,
        "grt_pass1_vias": 17880,
        "antenna_found_initial": 3,
        "grt_max_degree": 92,
        "grt_overflow_total": 0,
    },
    "timing": {
        "grt_setup_unrepaired": "false",
        "finalClockPeriodUsage_pct": 51.54,
        "setup_ws_ns": 7.608,
        "fmax_mhz": 123.6,
        "period_needed_ns": 8.092,
        "fin_setup_tns_ns": 0,
        "final_hold_viol_count": 0,
        "relSlewSlack_pct": 36.12,
        "worst_pin_slew_ns": 0.9459,
        "maxSlewViolCount": 0,
        "finalSetupViolCount": 0,
    },
    "placed_design": {
        "dp_slack_ns": 8.188,
        "place_congestion": 0.8811,
        "placed_area_um2": 37220,
        "portBuffers": 35,
        "hpwlAfterDp_um": 46260,
    },
    "synthesis": {
        "synthTopCellsByArea": "edfxtp_1 (77%), mux4_2 (15%), nor2_1 (1.0%)",
        "ys_top_logic_family": "multiplexers",
        "top_cells_by_count": "edfxtp_1 (896), mux4_2 (224), nor2_1 (93), nand2_1 (38), mux2i_1 (34)",
        "async_reset_ff_share_pct": 0,
        "mux_share_pct": 15.90,
        "synth.cell_area_um2": 34790,
        "ys_sh_aoi_pct": 2.334,
        "yosys_cells": 1578,
        "seq_area_frac_synth_pct": 77.69,
        "ff_type": "edfxtp_1",
        "simple_gate_share_pct": 2.582,
        "synth-xor-area-share_pct": 0,
        "yosysMostFrequentCell": "edfxtp_1",
        "edf_count": 896,
        "syn_inst": 1578,
        "netlist.area_leader.share_pct": 77.34,
        "ys_area_um2": 34790,
        "fa_ha_area_share_pct": 0,
        "synth_warnings": 1,
        "yosysTopAreaCell": "edfxtp_1",
        "synth.avg_cell_area_um2": 22.05,
        "synth.distinct_cells": 35,
        "synth_flop_count": 902,
    },
    "hold_path": {
        "hp-start": "din[9]",
        "worstHoldPathType": "in -> reg",
        "hold_path_depth": 1,
    },
    "floorplanning": {
        "ios": 38,
        "die_w_um": 342.5,
        "fp_util_pct": 30.34,
        "die_y_um": 342.5,
        "row_count": 124,
        "core_area_um2": 114700,
        "die_area_um2": 117300,
    },
    "routing": {
        "firstDrtPassIters": 16,
        "wl_per_cell_um": 23.90,
        "wl_um": 78820,
        "drt_iter0_drc": 904,
        "vias_per_cell": 4.914,
        "postRouteAntennaNets": 0,
        "drc": 0,
        "via_count": 16207,
    },
    "cells_and_area": {
        "fin_util_pct": 34.92,
        "drive_gt1_share_pct": 27.02,
        "fill_cells": 10279,
        "area_delta_synth_final_pct": 15.10,
        "flop_area_um2": 27040,
        "finalInstanceArea_um2": 40040,
        "logic_area_um2": 7242,
    },
    "setup_path": {
        "critical_path_class": "reg -> out",
        "required_ns": 12.56,
        "slowest_delay_ns": 0.70,
        "crit_start": "al[0]",
        "cp_max_fo": 36,
        "cp_slowest_cell": "buf_4",
        "crit_path_end_kind": "output pin",
        "crit_arrival_ns": 4.95,
        "cpMostUsedCell": "buf_4",
        "critPathLaunchType": "register",
        "cp_cell_sequence": "buf_4, buf_4, mux4_2, mux2i_1, a21oi_1, o21ai_1, o31ai_1, clkdlybuf4s50_1",
    },
    "flow_run": {
        "warnings": 27,
        "drv_cap": 0,
    },
    "power": {
        "ir_worst_vdd_uv": 71.10,
        "p_leak_uw": 0.01230,
        "p_per_area_nw_per_um2": 124.0,
    },
}
[power breakdown]
part	switching, uW	internal (uW)	leakage, uW
Clock	866	1190	0.00139
Combinational	147	91.7	0.00280
Sequential	11.2	2660	0.00811
Total	1020	3940	0.0123
[kinds of logic (layout without fill, tap and decap cells)]
family                 after synthesis  in the layout
flip-flops                         902            902
multiplexers                       271            271
AND/OR/NAND/NOR                    198            198
AND-OR/OR-AND                      119            119
buffers and inverters               88            294
other                                0              2
[per-stage QoR]
step	power, uW	std cells	hold WS [ns]
finish	4966	3298	2.743
global route	5123	3296	2.722
CTS	5012	3296	2.706
detailed placement	2969	3135	3.379
global placement	2964	3135	3.388
floorplan	2854	1578	3.168
[worst max-delay path: cells and delay by family, from the launching register on]
family	cells	cell delay, ns
multiplexers	2	1.15
AND-OR/OR-AND	3	0.73
flip-flops	1	0.68
buffers and inverters	3	1.68
[flip-flops by register name, indices dropped and copies added, names as in the netlist]
register,count
al,6
mem,896
[path summary, 6_finish.rpt]
path / to / slack, ns
worst max-delay path: dout[9] / 7.61
worst min-delay path: mem[24][9] / 2.74
[final cells by class]
| class | instances | area share [%] |
|---|---|---|
| Sequential cell | 902 | 67.54 |
| Clock inverter | 44 | 1.087 |
| Clock buffer | 117 | 5.950 |
| Antenna cell | 2 | 0.01250 |
| Tap cell | 1512 | 4.725 |
| Multi-Input combinational cell | 588 | 18.09 |
| Timing Repair Buffer | 133 | 2.600 |
[cell usage in the layout, fill, tap and decap left out, types with 3 or more instances in the layout]
cell and count:
a32o_1 3, bufinv_16 7, inv_6 3, mux4_2 224, nor2_1 93, o21ai_1 11, nand3_1 14, a21oi_1 17
dfxtp_4 4, clkbuf_8 5, nor3_1 3, clkdlybuf4s50_1 21, o21ai_0 13, o31ai_1 8, a31oi_1 9, edfxtp_1 896
nand2_1 38, clkbuf_16 89, clkinv_1 13, a211oi_1 23, nand2b_1 24, o221ai_1 15, clkbuf_1 23, nor2b_1 16
nor3b_1 3, mux2i_1 34, mux2_2 13, buf_4 96, buf_2 14, o22ai_1 5, o211ai_1 3, a311oi_1 9
clkinv_2 16
[per-layer routing]
metal	up-vias	routed length (um)	GRT usage [%]
met4	2	1736	2.865
met3	82	13390	12.05
met1	8243	26850	16.62
li1	6904	-	-
met2	976	36840	21.75
met5	-	7	0.08013
Power and IR drop assume default switching activity.
