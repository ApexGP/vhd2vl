[constraint.sdc]
current_design bigfile

set clk_period 6.7
set clk_io_pct 0.2

create_clock -name clk0 -period $clk_period [get_ports {sysclk}]

set non_clock_inputs [all_inputs -no_clocks]
set_input_delay [expr $clk_period * $clk_io_pct] -clock clk0 $non_clock_inputs
set_output_delay [expr $clk_period * $clk_io_pct] -clock clk0 [all_outputs]
[config.mk]
export PLATFORM = sky130hd
export DESIGN_NAME = bigfile
export DESIGN_NICKNAME = bigfile
export VERILOG_FILES = /design/flow/design.v
export SDC_FILE = /design/flow/constraint.sdc
export NUM_CORES = 4
export LEC_CHECK = 1
export CORE_AREA = 10 10 522 522
export DIE_AREA = 0 0 532 532
[design.v]
module bigfile(
input wire sysclk,
input wire [31:0] g_zaq_in,
input wire [31:0] g_aux,
input wire scanb,
input wire g_wrb,
input wire g_rdb,
input wire [31:0] g_noop_clr,
input wire swe_ed,
input wire swe_lv,
input wire [63:0] din,
input wire [4:0] g_dout_w0x0f,
input wire n9_bit_write,
input wire reset,
input wire [31:0] alu_u,
input wire debct_ping,
output wire [31:0] g_sys_in,
output wire [31:0] g_zaq_in_rst_hold,
output wire [31:0] g_zaq_hhh_enb,
output wire [31:0] g_zaq_out,
output wire [31:0] g_dout,
output wire [31:0] g_zaq_ctl,
output wire [31:0] g_zaq_qaz_hb,
output wire [31:0] g_zaq_qaz_lb,
output reg [31:0] gwerth,
output wire [31:0] g_noop,
output reg [8 * 32 - 1:0] g_vector,
output reg [31:0] swe_qaz1
);
parameter g_t_klim_w0x0f = 5'b00000;
parameter g_t_u_w0x0f = 5'b00001;
parameter g_t_l_w0x0f = 5'b00010;
parameter g_t_hhh_l_w0x0f = 5'b00011;
parameter g_t_jkl_sink_l_w0x0f = 5'b00100;
parameter g_secondary_t_l_w0x0f = 5'b00101;
parameter g_style_c_l_w0x0f = 5'b00110;
parameter g_e_z_w0x0f = 5'b00111;
parameter g_n_both_qbars_l_w0x0f = 5'b01000;
parameter g_style_vfr_w0x0f = 5'b01001;
parameter g_style_klim_w0x0f = 5'b01010;
parameter g_unklimed_style_vfr_w0x0f = 5'b01011;
parameter g_style_t_y_w0x0f = 5'b01100;
parameter g_n_l_w0x0f = 5'b01101;
parameter g_n_vfr_w0x0f = 5'b01110;
parameter g_e_n_r_w0x0f = 5'b01111;
parameter g_n_r_bne_w0x0f = 5'b10000;
parameter g_n_div_rebeq_w0x0f = 5'b10001;
parameter g_alu_l_w0x0f = 5'b10010;
parameter g_t_qaz_mult_low_w0x0f = 5'b10011;
parameter g_t_qaz_mult_high_w0x0f = 5'b10100;
parameter gwerthernal_style_u_w0x0f = 5'b10101;
parameter gwerthernal_style_l_w0x0f = 5'b10110;
parameter g_style_main_reset_hold_w0x0f = 5'b10111;   
reg [31:0] g_t_klim_dout;
reg [31:0] g_t_u_dout;
reg [31:0] g_t_l_dout;
reg [31:0] g_t_hhh_l_dout;
reg [31:0] g_t_jkl_sink_l_dout;
reg [31:0] g_secondary_t_l_dout;
reg [3:0] g_style_c_l_dout;   
reg [31:0] g_e_z_dout;
reg [31:0] g_n_both_qbars_l_dout;
wire [31:0] g_style_vfr_dout;
reg [31:0] g_style_klim_dout;
wire [31:0] g_unklimed_style_vfr_dout;
reg [31:0] g_style_t_y_dout;
reg [31:0] g_n_l_dout;
reg [31:0] g_n_vfr_dout;
reg [31:0] g_e_n_r_dout;
reg g_n_r_bne_dout;
reg [31:0] g_n_div_rebeq_dout;
reg [31:0] g_alu_l_dout;
reg [31:0] g_t_qaz_mult_low_dout;
reg [31:0] g_t_qaz_mult_high_dout;
reg [31:0] gwerthernal_style_u_dout;
reg [31:0] gwerthernal_style_l_dout;
reg [31:0] g_style_main_reset_hold_dout;   
reg [31:0] q_g_zaq_in;
reg [31:0] q2_g_zaq_in;
reg [31:0] q3_g_zaq_in;
reg [3:0] q_g_zaq_in_cd;
reg [31:0] q_g_style_vfr_dout;
reg [3:0] q_g_unzq;
wire [31:0] g_n_active;   
wire [31:0] g_zaq_in_y;
wire [31:0] g_zaq_in_y_no_dout;
wire [31:0] g_zaq_out_i;
wire [31:0] g_zaq_ctl_i;
wire [31:0] g_sys_in_i;
wire [31:0] g_sys_in_ii;
wire [31:0] g_dout_i;
  assign g_zaq_out_i = (g_secondary_t_l_dout & (g_aux ^ g_style_t_y_dout)) | (g_alu_l_dout & alu_u &  ~g_secondary_t_l_dout) | ( ~g_alu_l_dout &  ~g_secondary_t_l_dout & g_t_u_dout);
  assign g_zaq_out = g_zaq_out_i &  ~g_t_jkl_sink_l_dout;
  assign g_zaq_ctl_i =  ~((g_t_l_dout &  ~g_t_jkl_sink_l_dout) | (g_t_l_dout & g_t_jkl_sink_l_dout &  ~g_zaq_out_i));
  assign g_zaq_ctl = scanb == 1'b1 ? g_zaq_ctl_i : 32'b00000000000000000000000000000000;
  assign g_zaq_hhh_enb =  ~(g_t_hhh_l_dout);
  assign g_zaq_qaz_hb = g_t_qaz_mult_high_dout;
  assign g_zaq_qaz_lb = g_t_qaz_mult_low_dout;
  assign g_dout_i = g_dout_w0x0f == g_t_klim_w0x0f ? g_t_klim_dout & g_style_klim_dout : g_dout_w0x0f == g_t_u_w0x0f ? g_t_u_dout & g_style_klim_dout : g_dout_w0x0f == g_t_l_w0x0f ? g_t_l_dout & g_style_klim_dout : g_dout_w0x0f == g_t_hhh_l_w0x0f ? g_t_hhh_l_dout & g_style_klim_dout : g_dout_w0x0f == g_t_jkl_sink_l_w0x0f ? g_t_jkl_sink_l_dout & g_style_klim_dout : g_dout_w0x0f == g_secondary_t_l_w0x0f ? g_secondary_t_l_dout & g_style_klim_dout : g_dout_w0x0f == g_style_c_l_w0x0f ? ({28'b0000000000000000000000000000,g_style_c_l_dout}) & g_style_klim_dout : g_dout_w0x0f == g_e_z_w0x0f ? g_e_z_dout : g_dout_w0x0f == g_n_both_qbars_l_w0x0f ? g_n_both_qbars_l_dout : g_dout_w0x0f == g_style_vfr_w0x0f ? g_style_vfr_dout & g_style_klim_dout : g_dout_w0x0f == g_style_klim_w0x0f ? g_style_klim_dout : g_dout_w0x0f == g_unklimed_style_vfr_w0x0f ? g_unklimed_style_vfr_dout : g_dout_w0x0f == g_style_t_y_w0x0f ? g_style_t_y_dout & g_style_klim_dout : g_dout_w0x0f == g_n_l_w0x0f ? g_n_l_dout : g_dout_w0x0f == g_n_vfr_w0x0f ? g_n_vfr_dout : g_dout_w0x0f == g_e_n_r_w0x0f ? g_e_n_r_dout : g_dout_w0x0f == g_n_r_bne_w0x0f ? {31'b0000000000000000000000000000000,g_n_r_bne_dout} : g_dout_w0x0f == g_n_div_rebeq_w0x0f ? g_n_div_rebeq_dout : g_dout_w0x0f == g_alu_l_w0x0f ? g_alu_l_dout & g_style_klim_dout : g_dout_w0x0f == g_t_qaz_mult_low_w0x0f ? g_t_qaz_mult_low_dout & g_style_klim_dout : g_dout_w0x0f == g_t_qaz_mult_high_w0x0f ? g_t_qaz_mult_high_dout & g_style_klim_dout : g_dout_w0x0f == gwerthernal_style_u_w0x0f ? gwerthernal_style_u_dout & g_style_klim_dout : g_dout_w0x0f == g_style_main_reset_hold_w0x0f ? g_style_main_reset_hold_dout & g_style_klim_dout : g_dout_w0x0f == gwerthernal_style_l_w0x0f ? gwerthernal_style_l_dout & g_style_klim_dout : 32'b00000000000000000000000000000000;
  assign g_dout = g_rdb == 1'b0 ? g_dout_i : {32{1'b1}};
  always @(posedge sysclk) begin
    if((scanb == 1'b1)) begin
      if((reset == 1'b1)) begin
        g_style_main_reset_hold_dout <= g_zaq_in;
      end
    end
    else begin
      g_style_main_reset_hold_dout <= q2_g_zaq_in;
    end
  end
  assign g_zaq_in_rst_hold = g_style_main_reset_hold_dout;
  always @(posedge reset, posedge sysclk) begin : P5
    reg [4:0] g_dout_w0x0f_v;
    reg [31:0] i;
    reg [31:0] j;
    if((reset != 1'b0)) begin
      g_t_klim_dout <= {32{1'b0}};
      g_t_u_dout <= {32{1'b0}};
      g_t_l_dout <= {32{1'b0}};
      g_t_hhh_l_dout <= {32{1'b0}};
      g_t_jkl_sink_l_dout <= {32{1'b0}};
      g_secondary_t_l_dout <= {32{1'b0}};
      g_style_c_l_dout <= {4{1'b0}};
      g_e_z_dout <= {32{1'b0}};
      g_n_both_qbars_l_dout <= {32{1'b0}};
      g_style_klim_dout <= {32{1'b0}};
      g_style_t_y_dout <= {32{1'b0}};
      g_n_l_dout <= {32{1'b0}};
      g_e_n_r_dout <= {32{1'b0}};
      g_n_r_bne_dout <= 1'b0;
      g_n_div_rebeq_dout <= {32{1'b1}};
      g_alu_l_dout <= {32{1'b0}};
      g_t_qaz_mult_low_dout <= {32{1'b1}};
      g_t_qaz_mult_high_dout <= {32{1'b0}};
      gwerthernal_style_u_dout <= {32{1'b0}};
      gwerthernal_style_l_dout <= {32{1'b0}};
    end else begin
      g_n_div_rebeq_dout <= g_n_div_rebeq_dout &  ~g_noop_clr;
      if((g_wrb == 1'b0)) begin
        for (i=0; i <= 1; i = i + 1) begin
          if((i == 0)) begin
            g_dout_w0x0f_v = g_dout_w0x0f;
          end
          else if((i == 1)) begin
            if((n9_bit_write == 1'b1)) begin
              g_dout_w0x0f_v = {g_dout_w0x0f[4:1],1'b1};
            end
          end
          else begin
          end
          case(g_dout_w0x0f_v)
          g_t_klim_w0x0f : begin
            g_t_klim_dout <= din[i * 32 + 31 -: 31 + 1];
          end
          g_t_u_w0x0f : begin
            for (j=0; j <= 31; j = j + 1) begin
              if(((g_t_klim_dout[j] == 1'b0 && n9_bit_write == 1'b0) || (din[j] == 1'b0 && n9_bit_write == 1'b1))) begin
                g_t_u_dout[j] <= din[32 * i + j];
              end
            end
          end
          g_t_l_w0x0f : begin
            g_t_l_dout <= din[i * 32 + 31 -: 31 + 1];
          end
          g_t_hhh_l_w0x0f : begin
            g_t_hhh_l_dout <= din[i * 32 + 31 -: 31 + 1];
          end
          g_t_jkl_sink_l_w0x0f : begin
            g_t_jkl_sink_l_dout <= din[i * 32 + 31 -: 31 + 1];
          end
          g_secondary_t_l_w0x0f : begin
            g_secondary_t_l_dout <= din[i * 32 + 31 -: 31 + 1];
          end
          g_style_c_l_w0x0f : begin
            g_style_c_l_dout[3:0] <= din[3 + i * 32 -: 3 + 1];
          end
          g_e_z_w0x0f : begin
            g_e_z_dout <= din[i * 32 + 31 -: 31 + 1];
          end
          g_n_both_qbars_l_w0x0f : begin
            g_n_both_qbars_l_dout <= din[i * 32 + 31 -: 31 + 1];
          end
          g_style_vfr_w0x0f : begin
          end
          g_style_klim_w0x0f : begin
            g_style_klim_dout <= din[i * 32 + 31 -: 31 + 1];
          end
          g_unklimed_style_vfr_w0x0f : begin
          end
          g_style_t_y_w0x0f : begin
            g_style_t_y_dout <= din[i * 32 + 31 -: 31 + 1];
          end
          g_n_l_w0x0f : begin
            g_n_l_dout <= din[i * 32 + 31 -: 31 + 1];
          end
          g_n_vfr_w0x0f : begin
          end
          g_e_n_r_w0x0f : begin
            g_e_n_r_dout <= din[i * 32 + 31 -: 31 + 1];
          end
          g_n_r_bne_w0x0f : begin
            g_n_r_bne_dout <= din[i * 32];
          end
          g_n_div_rebeq_w0x0f : begin
            g_n_div_rebeq_dout <= din[i * 32 + 31 -: 31 + 1] | g_n_div_rebeq_dout;
          end
          g_alu_l_w0x0f : begin
            g_alu_l_dout <= din[i * 32 + 31 -: 31 + 1];
          end
          g_t_qaz_mult_low_w0x0f : begin
            g_t_qaz_mult_low_dout <= din[i * 32 + 31 -: 31 + 1];
          end
          g_t_qaz_mult_high_w0x0f : begin
            g_t_qaz_mult_high_dout <= din[i * 32 + 31 -: 31 + 1];
          end
          gwerthernal_style_u_w0x0f : begin
            gwerthernal_style_u_dout <= din[i * 32 + 31 -: 31 + 1];
          end
          gwerthernal_style_l_w0x0f : begin
            gwerthernal_style_l_dout <= din[i * 32 + 31 -: 31 + 1];
          end
          default : begin
          end
          endcase
        end
      end
    end
  end
  always @(posedge reset, posedge sysclk) begin
    if((reset != 1'b0)) begin
      q_g_zaq_in <= {32{1'b0}};
      q2_g_zaq_in <= {32{1'b0}};
      q3_g_zaq_in <= {32{1'b0}};
    end else begin
      q_g_zaq_in <= g_zaq_in;
      q2_g_zaq_in <= q_g_zaq_in;
      q3_g_zaq_in <= g_zaq_in_y;
    end
  end
  assign g_unklimed_style_vfr_dout = q2_g_zaq_in;
  assign g_zaq_in_y = g_style_t_y_dout ^ q2_g_zaq_in;
  assign g_style_vfr_dout = {g_zaq_in_y[31:4],(g_style_c_l_dout[3:0] & q_g_zaq_in_cd) | ( ~g_style_c_l_dout[3:0] & g_zaq_in_y[3:0])};
  assign g_zaq_in_y_no_dout = scanb == 1'b1 ? g_style_t_y_dout ^ g_zaq_in : g_style_t_y_dout;
  assign g_sys_in_i = {g_zaq_in_y_no_dout[31:4],(g_style_c_l_dout[3:0] & q_g_zaq_in_cd) | ( ~g_style_c_l_dout[3:0] & g_zaq_in_y_no_dout[3:0])};
  assign g_sys_in_ii = (g_sys_in_i &  ~gwerthernal_style_l_dout) | (gwerthernal_style_u_dout & gwerthernal_style_l_dout);
  assign g_sys_in = g_sys_in_ii;
  always @(posedge reset, posedge sysclk) begin : P4
    reg [31:0] i;
    if((reset != 1'b0)) begin
      q_g_zaq_in_cd <= {4{1'b0}};
      q_g_unzq <= {4{1'b1}};
    end else begin
      if((debct_ping == 1'b1)) begin
        for (i=0; i <= 3; i = i + 1) begin
          if((g_zaq_in_y[i] != q3_g_zaq_in[i])) begin
            q_g_unzq[i] <= 1'b1;
          end
          else begin
            if((q_g_unzq[i] == 1'b0)) begin
              q_g_zaq_in_cd[i] <= g_zaq_in_y[i];
            end
            else begin
              q_g_unzq[i] <= 1'b0;
            end
          end
        end
      end
      else begin
        for (i=0; i <= 3; i = i + 1) begin
          if((g_zaq_in_y[i] != q3_g_zaq_in[i])) begin
            q_g_unzq[i] <= 1'b1;
          end
        end
      end
    end
  end
  always @(posedge reset, posedge sysclk) begin
    if((reset != 1'b0)) begin
      q_g_style_vfr_dout <= {32{1'b0}};
    end else begin
      if((scanb == 1'b1)) begin
        q_g_style_vfr_dout <= g_style_vfr_dout;
      end
      else begin
        q_g_style_vfr_dout <= g_style_vfr_dout | ({g_zaq_out_i[31:17],1'b0,g_zaq_out_i[15:1],1'b0}) | g_zaq_ctl_i | g_sys_in_ii;
      end
    end
  end
  assign g_n_active = ((q_g_style_vfr_dout &  ~g_style_vfr_dout) | ( ~q_g_style_vfr_dout & g_style_vfr_dout & g_n_both_qbars_l_dout)) & g_n_l_dout;
  always @(posedge reset, posedge sysclk) begin : P3
    reg [31:0] i;
    if((reset != 1'b0)) begin
      g_n_vfr_dout <= {32{1'b0}};
      gwerth <= {32{1'b0}};
    end else begin
      for (i=0; i <= 31; i = i + 1) begin
        if((g_n_active[i] == 1'b1)) begin
          gwerth[i] <= 1'b1;
          if((g_e_z_dout[i] == 1'b1)) begin
            g_n_vfr_dout[i] <= 1'b1;
          end
          else begin
            g_n_vfr_dout[i] <= q_g_style_vfr_dout[i];
          end
        end
        else begin
          if((g_e_z_dout[i] == 1'b0)) begin
            g_n_vfr_dout[i] <= q_g_style_vfr_dout[i];
            if((g_n_both_qbars_l_dout[i] == 1'b1 || g_style_vfr_dout[i] == 1'b1)) begin
              gwerth[i] <= 1'b0;
            end
          end
          else begin
            if((g_wrb == 1'b0 && g_dout_w0x0f == g_n_vfr_w0x0f && din[i] == 1'b1)) begin
              gwerth[i] <= 1'b0;
              g_n_vfr_dout[i] <= 1'b0;
            end
          end
        end
      end
    end
  end
  always @(g_n_r_bne_dout, g_e_n_r_dout) begin : P2
    reg [31:0] imod8, idiv8;
    reg [31:0] i;
    for (i=0; i <= 31; i = i + 1) begin
      imod8 = i % 8;
      idiv8 = i / 8;
      if((g_n_r_bne_dout == 1'b0)) begin
        g_vector[8 * i + 7 -: 7 + 1] <= g_e_n_r_dout[8 * idiv8 + 7 -: 7 + 1];
      end
      else begin
        if((imod8 == 0)) begin
          g_vector[8 * i + 7 -: 7 + 1] <= g_e_n_r_dout[8 * idiv8 + 7 -: 7 + 1];
        end
        else begin
          g_vector[8 * i + 7 -: 7 + 1] <= (g_e_n_r_dout[8 * idiv8 + 7 -: 7 + 1]) + (imod8);
        end
      end
    end
  end
  assign g_noop = g_n_div_rebeq_dout;
  always @(swe_ed, swe_lv, g_e_z_dout) begin : P1
    reg [31:0] i;
    for (i=0; i <= 31; i = i + 1) begin
      if((g_e_z_dout[i] == 1'b1)) begin
        swe_qaz1[i] <= swe_ed;
      end
      else begin
        swe_qaz1[i] <= swe_lv;
      end
    end
  end
endmodule
[run.sh]
#!/bin/bash
# OpenROAD 26Q1-2900-gdf79404cd8, Yosys 0.63+post, stock flow scripts
make -C /OpenROAD-flow-scripts/flow DESIGN_CONFIG=/design/flow/config.mk WORK_HOME=/design/flow/orfs finish
==> results.sh <==
# yosys + openroad results
export IMPL_status="finished, final reports clean"
export IMPL_max_vdd_ir_drop_uv=203
export IMPL_met1_usage=0.252
export IMPL_yosysCellCount=4931
export IMPL_post_cts_hold_buffer_count=0
export IMPL_final_setup_skew_ns=0.0345
export IMPL_final_setup_viol_count=0
export IMPL_remaining_antenna_violation_count=0
export IMPL_worst_setup_path_start_kind="input pin"
export IMPL_ctsLongestPathBuffers=3
export IMPL_crit_path_end_kind="output pin"
export IMPL_switching_part_of_the_total=0.362
export IMPL_via_count=44182
export IMPL_grt_busiest_layer="met2"
export IMPL_tightest_slew_ns=1.02
export IMPL_clk_pin_slew_worst_paths_ns=0.06
export IMPL_dp_hpwl_mm=241
export IMPL_logic_area_um2=23000
export IMPL_p_int_mw=12.5
export IMPL_row_count=187
export IMPL_async_flop_share=0.959
export IMPL_timing_hold_violations_final=0
export IMPL_synth_area_yosys_um2=45100
export IMPL_worstPathCellList="buf_4, buf_4, and2_2, o21ai_0, o31a_1, a21oi_1, a211oi_1, o31ai_1, buf_4, clkdlybuf4s50_1"
export IMPL_via_per_inst=4.78
export IMPL_synthDistinctLibCells=95
export IMPL_final_cells=9236
export IMPL_critical_path_arrival_ns=5.28
export IMPL_post_route_drc_count=0
export IMPL_port_buffers=813
export IMPL_gates_resized_cts_repair=0
export IMPL_slowest_stage="sky130_fd_sc_hd__o31ai_1"
export IMPL_core_area_um2=260000
export IMPL_postCtsSetupRepairBufs=0
export IMPL_syn_inst=4931
export IMPL_tool_warnings=56
export IMPL_clk_latency_ns=0.75
export IMPL_share_clk_of_total_power=0.291
export IMPL_maximum_number_of_pins_on_one_net_before_global_route_repair=126
export IMPL_routed_wl_mm=310
export IMPL_grt_pass1_wl_mm=409
export IMPL_ys_flop_type="sky130_fd_sc_hd__dfrtp_1"
export IMPL_chipHeight_um=532
export IMPL_syn_cell_area_um2=45100
export IMPL_htree_levels=3
export IMPL_ys_seq_share=0.441
export IMPL_totalPowerFinal_mw=19.7
export IMPL_numCtsBuffers=99
export IMPL_post_route_setup_slack_ns=0.0835
export IMPL_pwr_share_comb=0.333
export IMPL_grt_pass1_vias=43815
export IMPL_post_placement_cell_count=9027
export IMPL_worstHoldStart="q_g_zaq_in[17]"
export IMPL_fillers=27786
export IMPL_clock_tree_root_cell="sky130_fd_sc_hd__clkbuf_16"
export IMPL_die_area_um2=283000
export IMPL_switching_power_mw=7.12
export IMPL_place_ws_ns=0.0726
export IMPL_final_cell_mix="sky130_fd_sc_hd__clkdlybuf4s50_1 (802), sky130_fd_sc_hd__dfrtp_1 (684), sky130_fd_sc_hd__a21oi_1 (630), sky130_fd_sc_hd__nor2_1 (565), sky130_fd_sc_hd__nand2_1 (421)"
export IMPL_relSlewSlack=0.316
export IMPL_p_leak_nw=24.3
export IMPL_final_core_util=0.235
export IMPL_io_pins=814
export IMPL_cap_violations=0
export IMPL_timing_final_crit_period_ns=6.62
export IMPL_wl_per_cell_um=33.5
export IMPL_fp_dieW_um=532
export IMPL_cpPeakStageDelay_ns=0.87
export IMPL_most_frequent_logic_cell_in_the_layout="sky130_fd_sc_hd__clkdlybuf4s50_1"
export IMPL_fmaxAchievable_ghz=0.151
export IMPL_cts_num_sinks=785
export IMPL_layout_drive_gt1_share=0.149
export IMPL_grt_remaining_overflow=0
export IMPL_global_route_usage_total=0.215
export IMPL_timing_final_max_slew_violations=0
export IMPL_area_growth_syn_to_layout_pct=35.8
export IMPL_globalRouteMet3Util=0.0955
export IMPL_timing_critical_path_mode_cell="sky130_fd_sc_hd__buf_4"
export IMPL_timing_hold_worst_class="reg2reg"
export IMPL_timing_final_crit_share=0.988
export IMPL_syn_warnings=1
export IMPL_crit_start="g_dout_w0x0f[1]"
export IMPL_drt_pre_antenna_iters=6
export IMPL_rsz0062_at_grt="no"
export IMPL_tritoncts="built"
export IMPL_grtUsageMet2=0.319
export IMPL_detail_route_iter0_violations=3717
export IMPL_initial_utilization=0.173
export IMPL_power_share_sequential=0.376
export IMPL_required_ns=5.36
export IMPL_avgSynthCellArea_um2=9.14
export IMPL_timing_setup_critical_path_class="in2out"
export IMPL_r2r_start="g_style_t_y_dout[1]"
export IMPL_power_density_nw_per_um2=321
export IMPL_layout_area_seq_um2=19900
export IMPL_weighted_congestion_reported_at_the_end_of_routability_driven_placement=1.02
export IMPL_synth_flops=785
export IMPL_edf_count=32
export IMPL_grt_antenna_before_repair=65
export IMPL_critical_path_max_fanout=31
path summary, 6_finish.rpt:
kind	endpoint	slack (ns)	cells past startpoint
setup / recovery	g_dout[18]	0.08	10
max in group asynchronous	g_secondary_t_l_dout[25]	3.54	5
setup reg to reg	g_n_vfr_dout[1]	4.48	6
min in group asynchronous	g_style_klim_dout[6]	1.21	3
hold reg to reg	q2_g_zaq_in[17]	0.33	0
hold / removal	q2_g_zaq_in[17]	0.33	0
routing by layer:
layer	wire length [µm]	vias to the layer above
li1	-	18842
met1	115000	21939
met2	134000	2617
met3	35400	746
met4	25500	38
met5	249	-
power by group through the flow:
stage / clock, mW / combinational [mW] / sequential [mW]
6_report: 5.71 / 6.56 / 7.39
5_1_grt: 6.00 / 7.10 / 7.50
4_1_cts: 5.82 / 6.63 / 7.36
critical path: cells and delay by family:
kind | cells | cell delay, ns
buffers and inverters | 4 | 1.52
and+or+nand+nor | 1 | 0.75
AOI/OAI and AO/OA | 5 | 1.55
cells in the mapped netlist (35+ instances only):
| library cell | number | share of area |
|---|---|---|
| sky130_fd_sc_hd__nand3_1 | 122 | 0.014 |
| sky130_fd_sc_hd__nor2_1 | 575 | 0.048 |
| sky130_fd_sc_hd__inv_1 | 97 | 0.0081 |
| sky130_fd_sc_hd__dfstp_2 | 68 | 0.040 |
| sky130_fd_sc_hd__nand2b_1 | 50 | 0.0069 |
| sky130_fd_sc_hd__mux2i_1 | 114 | 0.025 |
| sky130_fd_sc_hd__a31oi_1 | 51 | 0.0071 |
| sky130_fd_sc_hd__a211oi_1 | 43 | 0.0072 |
| sky130_fd_sc_hd__nor3b_1 | 35 | 0.0058 |
| sky130_fd_sc_hd__a21boi_0 | 66 | 0.011 |
| sky130_fd_sc_hd__clkbuf_1 | 254 | 0.021 |
| sky130_fd_sc_hd__mux2_2 | 297 | 0.074 |
| sky130_fd_sc_hd__xnor2_1 | 132 | 0.026 |
| sky130_fd_sc_hd__o21ai_0 | 225 | 0.025 |
| sky130_fd_sc_hd__ha_1 | 36 | 0.010 |
| sky130_fd_sc_hd__nor2b_1 | 76 | 0.011 |
| sky130_fd_sc_hd__xor2_1 | 132 | 0.026 |
| sky130_fd_sc_hd__nand2_1 | 432 | 0.036 |
| sky130_fd_sc_hd__buf_4 | 53 | 0.0088 |
| sky130_fd_sc_hd__dfrtp_1 | 685 | 0.38 |
| sky130_fd_sc_hd__a22o_1 | 46 | 0.0089 |
| sky130_fd_sc_hd__a21o_1 | 48 | 0.0080 |
| sky130_fd_sc_hd__a21oi_1 | 630 | 0.070 |
| sky130_fd_sc_hd__a22oi_1 | 46 | 0.0077 |
| sky130_fd_sc_hd__o22ai_1 | 54 | 0.0075 |
| sky130_fd_sc_hd__buf_2 | 111 | 0.012 |
cell type report:
type                            count  area share
Clock inverter                     43     0.00991
Clock buffer                      141      0.0460
Multi-Input combinational cell   3595       0.376
Antenna cell                       25     0.00102
Tap cell                         3496      0.0715
Inverter                          104     0.00644
Timing Repair Buffer             1047       0.164
Sequential cell                   785       0.325
cell families (layout without fill, tap and decap cells):
logic type | count (synthesis) | in the layout | share of synthesized area
AOI/OAI and AO/OA | 1441 | 1441 | 0.197
and+or+nand+nor | 1438 | 1438 | 0.144
DFF | 785 | 785 | 0.441
buffers and inverters | 551 | 1335 | 0.0547
muxes | 416 | 416 | 0.102
xor gates and xnor gates | 264 | 264 | 0.0513
adders and majority gates | 36 | 36 | 0.0100
other | 0 | 25 | 0
through the flow:
step           hold WS [ns]  instance area (µm²)   TNS, ns
2_1_floorplan         0.331                45100  -3829.09
3_3_place_gp          0.331                57700  -0.00732
3_5_place_dp          0.335                57700         0
4_1_cts               0.321                61100         0
5_1_grt               0.336                61200         0
6_report              0.331                61200         0
Power and IR drop assume default switching activity.
