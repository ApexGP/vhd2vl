==> flow/config.mk <==
export PLATFORM = sky130hd
export DESIGN_NAME = counters
export DESIGN_NICKNAME = counters
export VERILOG_FILES = /design/flow/design.v
export SDC_FILE = /design/flow/constraint.sdc
export NUM_CORES = 4
export LEC_CHECK = 1
export CORE_UTILIZATION = 50
==> flow/constraint.sdc <==
current_design counters

set clk_period 5.1
set clk_io_pct 0.2

create_clock -name clk0 -period $clk_period [get_ports {sysclk}]

set non_clock_inputs [all_inputs -no_clocks]
set_input_delay [expr $clk_period * $clk_io_pct] -clock clk0 $non_clock_inputs
set_output_delay [expr $clk_period * $clk_io_pct] -clock clk0 [all_outputs]
==> flow/design.v <==
module counters(
input wire sysclk,
input wire foo_card,
input wire wfoo0_baz,
input wire wfoo0_blrb,
input wire wfoo0_zz1pb,
input wire [31:0] wfoo0_turn,
input wire debct_baz,
input wire debct_blrb,
input wire debct_zz1pb,
input wire debct_bar,
input wire [31:0] debct_turn,
input wire Z0_bar,
input wire Z0_baz,
input wire Z0_blrb,
input wire Z0_zz1pb,
input wire [31:0] Z0_turn,
input wire Y1_bar,
input wire Y1_baz,
input wire Y1_blrb,
input wire Y1_zz1pb,
input wire [31:0] Y1_turn,
input wire X2_bar,
input wire X2_baz,
input wire X2_blrb,
input wire X2_zz1pb,
input wire [31:0] X2_turn,
input wire W3_bar,
input wire W3_baz,
input wire W3_blrb,
input wire W3_zz1pb,
input wire [31:0] W3_turn,
output wire Z0_cwm,
output wire [31:0] Z0,
output wire Y1_cwm,
output wire [31:0] Y1,
output wire X2_cwm,
output wire [31:0] X2,
output wire W3_cwm,
output wire [31:0] W3,
output reg wfoo0_cwm,
output wire [31:0] wfoo0_llwln,
output wire debct_cwm,
output reg debct_pull,
output wire [31:0] debct,
output wire wdfilecardA2P
);
reg [31:0] wfoo0_llwln_var;
reg [31:0] debct_var;
reg [31:0] Z0_var;
reg [31:0] Y1_var;
reg [31:0] X2_var;
reg [31:0] W3_var;
reg main_wfoo0_cwm;
reg do_q3p_Z0;
reg do_q3p_Y1;
reg do_q3p_X2;
reg do_q3p_W3;
reg do_q3p_wfoo0;
reg do_q3p_debct;
reg Z0_cwm_i;
reg Y1_cwm_i;
reg X2_cwm_i;
reg W3_cwm_i;
reg debct_cwm_i;
reg file_card_i;
reg do_file_card_i;
reg prev_do_file_card;
  assign wfoo0_llwln = wfoo0_llwln_var;
  assign debct = debct_var;
  assign Z0 = Z0_var;
  assign Y1 = Y1_var;
  assign X2 = X2_var;
  assign W3 = W3_var;
  assign Z0_cwm = Z0_cwm_i;
  assign Y1_cwm = Y1_cwm_i;
  assign X2_cwm = X2_cwm_i;
  assign W3_cwm = W3_cwm_i;
  assign debct_cwm = debct_cwm_i;
  assign wdfilecardA2P = do_file_card_i;
  always @(posedge foo_card, posedge sysclk) begin
    if(foo_card == 1'b1) begin
      wfoo0_llwln_var <= {32{1'b0}};
      debct_var <= {32{1'b0}};
      Z0_var <= {32{1'b0}};
      Y1_var <= {32{1'b0}};
      X2_var <= {32{1'b0}};
      W3_var <= {32{1'b0}};
      wfoo0_cwm <= 1'b0;
      debct_cwm_i <= 1'b0;
      debct_pull <= 1'b0;
      Z0_cwm_i <= 1'b0;
      Y1_cwm_i <= 1'b0;
      X2_cwm_i <= 1'b0;
      W3_cwm_i <= 1'b0;
      main_wfoo0_cwm <= 1'b0;
      file_card_i <= 1'b0;
      do_q3p_wfoo0 <= 1'b0;
      do_file_card_i <= 1'b0;
      prev_do_file_card <= 1'b0;
      do_q3p_Z0 <= 1'b0;
      do_q3p_Y1 <= 1'b0;
      do_q3p_X2 <= 1'b0;
      do_q3p_W3 <= 1'b0;
      do_q3p_debct <= 1'b0;
    end else begin
      debct_pull <= 1'b0;
      do_file_card_i <= 1'b0;
      if(wfoo0_baz == 1'b1) begin
        wfoo0_llwln_var <= wfoo0_turn;
        main_wfoo0_cwm <= 1'b0;
        if(wfoo0_llwln_var == 32'b00000000000000000000000000000000) begin
          do_q3p_wfoo0 <= 1'b0;
        end
        else begin
          do_q3p_wfoo0 <= 1'b1;
        end
      end
      else begin
        if(do_q3p_wfoo0 == 1'b1 && wfoo0_blrb == 1'b1) begin
          wfoo0_llwln_var <= wfoo0_llwln_var - 1;
          if((wfoo0_llwln_var == 32'b00000000000000000000000000000000)) begin
            wfoo0_llwln_var <= wfoo0_turn;
            if(main_wfoo0_cwm == 1'b0) begin
              wfoo0_cwm <= 1'b1;
              main_wfoo0_cwm <= 1'b1;
            end
            else begin
              do_file_card_i <= 1'b1;
              do_q3p_wfoo0 <= 1'b0;
            end
          end
        end
      end
      if(wfoo0_zz1pb == 1'b0) begin
        wfoo0_cwm <= 1'b0;
      end
      if(Z0_baz == 1'b1) begin
        Z0_var <= Z0_turn;
        if(Z0_turn == 32'b00000000000000000000000000000000) begin
          do_q3p_Z0 <= 1'b0;
        end
        else begin
          do_q3p_Z0 <= 1'b1;
        end
      end
      else begin
        if(do_q3p_Z0 == 1'b1 && Z0_blrb == 1'b1) begin
          if(Z0_bar == 1'b0) begin
            if(Z0_cwm_i == 1'b0) begin
              if(do_q3p_Z0 == 1'b1) begin
                Z0_var <= Z0_var - 1;
                if((Z0_var == 32'b00000000000000000000000000000001)) begin
                  Z0_cwm_i <= 1'b1;
                  do_q3p_Z0 <= 1'b0;
                end
              end
            end
          end
          else begin
            Z0_var <= Z0_var - 1;
            if((Z0_var == 32'b00000000000000000000000000000000)) begin
              Z0_cwm_i <= 1'b1;
              Z0_var <= Z0_turn;
            end
          end
        end
      end
      if(Z0_zz1pb == 1'b0) begin
        Z0_cwm_i <= 1'b0;
      end
      if(Y1_baz == 1'b1) begin
        Y1_var <= Y1_turn;
        if(Y1_turn == 32'b00000000000000000000000000000000) begin
          do_q3p_Y1 <= 1'b0;
        end
        else begin
          do_q3p_Y1 <= 1'b1;
        end
      end
      else if(do_q3p_Y1 == 1'b1 && Y1_blrb == 1'b1) begin
        if(Y1_bar == 1'b0) begin
          if(Y1_cwm_i == 1'b0) begin
            if(do_q3p_Y1 == 1'b1) begin
              Y1_var <= Y1_var - 1;
              if((Y1_var == 32'b00000000000000000000000000000001)) begin
                Y1_cwm_i <= 1'b1;
                do_q3p_Y1 <= 1'b0;
              end
            end
          end
        end
        else begin
          Y1_var <= Y1_var - 1;
          if((Y1_var == 32'b00000000000000000000000000000000)) begin
            Y1_cwm_i <= 1'b1;
            Y1_var <= Y1_turn;
          end
        end
      end
      if(Y1_zz1pb == 1'b0) begin
        Y1_cwm_i <= 1'b0;
      end
      if(X2_baz == 1'b1) begin
        X2_var <= X2_turn;
        if(X2_turn == 32'b00000000000000000000000000000000) begin
          do_q3p_X2 <= 1'b0;
        end
        else begin
          do_q3p_X2 <= 1'b1;
        end
      end
      else if(do_q3p_X2 == 1'b1 && X2_blrb == 1'b1) begin
        if(X2_bar == 1'b0) begin
          if(X2_cwm_i == 1'b0) begin
            if(do_q3p_X2 == 1'b1) begin
              X2_var <= X2_var - 1;
              if((X2_var == 32'b00000000000000000000000000000001)) begin
                X2_cwm_i <= 1'b1;
                do_q3p_X2 <= 1'b0;
              end
            end
          end
        end
        else begin
          X2_var <= X2_var - 1;
          if((X2_var == 32'b00000000000000000000000000000000)) begin
            X2_cwm_i <= 1'b1;
            X2_var <= X2_turn;
          end
        end
      end
      if(X2_zz1pb == 1'b0) begin
        X2_cwm_i <= 1'b0;
      end
      if(W3_baz == 1'b1) begin
        W3_var <= W3_turn;
        if(W3_turn == 32'b00000000000000000000000000000000) begin
          do_q3p_W3 <= 1'b0;
        end
        else begin
          do_q3p_W3 <= 1'b1;
        end
      end
      else if(do_q3p_W3 == 1'b1 && W3_blrb == 1'b1) begin
        if(W3_bar == 1'b0) begin
          if(W3_cwm_i == 1'b0) begin
            if(do_q3p_W3 == 1'b1) begin
              W3_var <= W3_var - 1;
              if((W3_var == 32'b00000000000000000000000000000001)) begin
                W3_cwm_i <= 1'b1;
                do_q3p_W3 <= 1'b0;
              end
            end
          end
        end
        else begin
          W3_var <= W3_var - 1;
          if((W3_var == 32'b00000000000000000000000000000000)) begin
            W3_cwm_i <= 1'b1;
            W3_var <= W3_turn;
          end
        end
      end
      if(W3_zz1pb == 1'b0) begin
        W3_cwm_i <= 1'b0;
      end
      if(debct_baz == 1'b1) begin
        debct_var <= debct_turn;
        if(debct_turn == 32'b00000000000000000000000000000000) begin
          do_q3p_debct <= 1'b0;
        end
        else begin
          do_q3p_debct <= 1'b1;
        end
      end
      else if(do_q3p_debct == 1'b1 && debct_blrb == 1'b1) begin
        if(debct_bar == 1'b0) begin
          if(debct_cwm_i == 1'b0) begin
            if(do_q3p_debct == 1'b1) begin
              debct_var <= debct_var - 1;
              if((debct_var == 32'b00000000000000000000000000000001)) begin
                debct_cwm_i <= 1'b1;
                debct_pull <= 1'b1;
                do_q3p_debct <= 1'b0;
              end
            end
          end
        end
        else begin
          debct_var <= debct_var - 1;
          if((debct_var == 32'b00000000000000000000000000000000)) begin
            debct_cwm_i <= 1'b1;
            debct_pull <= 1'b1;
            debct_var <= debct_turn;
          end
        end
      end
      if(debct_zz1pb == 1'b0) begin
        debct_cwm_i <= 1'b0;
      end
    end
  end
endmodule
==> flow/run.sh <==
#!/bin/bash
# OpenROAD 26Q1-2900-gdf79404cd8, Yosys 0.63+post, stock flow scripts
make -C /OpenROAD-flow-scripts/flow DESIGN_CONFIG=/design/flow/config.mk WORK_HOME=/design/flow/orfs finish
==> flow_summary.toml <==
# physical design summary
[run_status]
outcome = "finished, final reports clean"

[floorplanning]
die.size.x_um = 166
io_pins = 417
fp-utilization_pct = 51.2
die_h_um = 166
row_count = 59
die-area_um2 = 27400
floorplan.core_area_um2 = 26100

[final_timing]
holdWs_ps = 512
rsz0062_at_grt = "false"
final-max-slew-violation-count = 0
final_period_minus_worst_setup_slack_ps = 3680
setup_viol_count_final = 0
max_slew_margin_pct = 27.3
maximum_frequency_from_static_timing_analysis_mhz = 272
finalClockSkew_ps = 15.5
final_min_period_over_clock_period_pct = 72.2
tightestPinTransition_ps = 1090
report.final.hold_viol_count = 0
final.setup.tns_ps = 0

[critical_path]
timing.critical_path.fanout_max = 12
timing.critical_path.required_ps = 5560
critical_path_cell_list = "inv_1 -> ha_1 -> or4b_1 -> or4_4 -> o41a_1 -> nor2_1 -> a22oi_1 -> nand2_1"
critical_path.max_stage_delay_ps = 830
critical_path.endpoint_type = "flip-flop"
worst_ep_arrival_time_ps = 4140
criticalPathCategory = "flip-flop to flip-flop"
startpoint_type = "flip-flop"
worst_path_max_delay_cell = "sky130_fd_sc_hd__nor2_1"

[synth]
yosysSeqAreaShare_pct = 38.7
synth-cells-yosys = 1638
synth_area_per_cell_um2 = 8.17
synth.lib_cells_used.distinct = 75
flop_cell = "sky130_fd_sc_hd__dfrtp_1"
synth.yosys.warnings = 1
synth_chip_area_um2 = 13400
synth.top_cells.by_area = "sky130_fd_sc_hd__dfrtp_1 39%, sky130_fd_sc_hd__nor4_1 5.2%, sky130_fd_sc_hd__a21oi_1 4.7%"
postSynthRegisterBits = 207
yosys.area.top_type = "sky130_fd_sc_hd__dfrtp_1"
netlist_area_um2 = 13400
synth_top_area_share_pct = 38.7
postSynth.asyncResetShare_pct = 100
enable_flop_cells = 0
postSynthCellCount = 1638

[routing]
dr.pass1.iters = 29
routed-via-count = 15800
avgRoutedWirePerCell_um = 21.9
drt_via_density = 6.64
antenna_violating_nets_post_route = 0
drcViolationCount = 0
drt-initial-drc-count = 1975
detail_route.wirelength_mm = 52.2

[cells_and_area]
post_route_cells_drive_above_1_share_pct = 4.92
logic_area_um2 = 7770
instances_no_fill = 2387
mostFrequentLayoutCell = "sky130_fd_sc_hd__clkdlybuf4s50_1"
layout.filler_cells = 1868
utilization_pct = 72.1
area_growth_pct = 40.8
area.sequential_um2 = 5180
layout.cells.most_common_list = "416 x sky130_fd_sc_hd__clkdlybuf4s50_1, 207 x sky130_fd_sc_hd__dfrtp_1, 167 x sky130_fd_sc_hd__nor2_1"

[global_route]
grt_pass1_wl_mm = 82.5
overflow = 0
grt_pass1_vias = 14800
track_usage_pct = 39.0
grt_start_max_net_pins = 110
number_of_antenna_violations_at_the_first_check_in_global_routing = 1

[power]
pwr_density_cell_nw_per_um2 = 284
vdd_ir_drop_max_mv = 0.257
static-leakage-power_nw = 6.78

[clock_tree]
clk_latency_ps = 540
numClockSinks = 207
post_cts_setup_bufs = 0
cts_buffers = 26
cts_hold_buffers = 0
cts_resized = 0
cts-root-buf = "sky130_fd_sc_hd__clkbuf_16"
htreeDepth = 1
cts_tree = "built"
cts.clk_slew.worst_paths_ps = 50
buffers_from_clock_root_to_sink_at_most = 3

[placement]
placed_cells_incl_taps = 2340
port-buffer-count = 416
detailed_place_hpwl_mm = 38.0
finalWeightedCongestion = 1.04

[run]
cap_violations = 0
tool_warnings = 35

[hold_path]
hold_class = "flip-flop to flip-flop"
-- worst paths after layout --
kind | from | to | slack (ps) | depth (start not counted)
worst min register to register | do_q3p_wfoo0 | do_q3p_wfoo0 | 510 | 1
worst max register to register | X2_var[0] | X2_var[21] | 1420 | 8
max in group asynchronous | foo_card | Y1_var[29] | 3090 | 3
min in group asynchronous | foo_card | Z0_cwm_i | 910 | 2
worst max-delay path | X2_var[0] | X2_var[21] | 1420 | 8
worst min-delay path | do_q3p_wfoo0 | do_q3p_wfoo0 | 510 | 1
-- layout make-up --
class | instances | area share, %
Timing Repair Buffer | 450 | 23.5
Antenna cell | 1 | 0.0133
Tap cell | 335 | 2.22
Sequential cell | 207 | 27.5
Inverter | 35 | 0.717
Multi-Input combinational cell | 1313 | 41.2
Clock inverter | 7 | 0.737
Clock buffer | 39 | 4.09
-- cell families (layout without fill, tap and decap cells) --
group                    after synthesis  in the layout  synth area share, %
buffers and inverters                118            531                 3.49
flip-flops                           207            207                 38.7
adder cells (fa/ha/maj)               12             12                 1.12
XOR/XNOR                              25             25                 1.64
AND-OR/OR-AND                        471            471                 23.2
other                                  0              1                    0
multiplexers                          13             13                0.991
AND/OR/NAND/NOR                      792            792                 30.9
-- state kept, by name, summed over array words and instances, names as in the netlist, 32 cells and up --
name / count
X2_var: 32
debct_var: 32
Y1_var: 32
wfoo0_llwln_var: 32
W3_var: 32
Z0_var: 32
-- worst max-delay path, delay by kind of cell (launching register included) --
family	cells	cell delay, ps
AOI/OAI and AO/OA	2	580
DFF	1	450
and+or+nand+nor	4	2210
adders and majority gates	1	240
buffers and inverters	1	130
-- report_power, final --
part           internal, mW  total (mW)  switching [mW]  leakage (nW)
registers              1.83        2.14           0.311          2.41
logic                 0.708        1.23           0.527          3.93
clock network          1.24        1.97           0.732         0.446
-- metal layers --
| metal | vias up | global-route usage [%] | part of all wire (%) |
|---|---|---|---|
| li1 | 7145 | - | - |
| met1 | 7375 | 57.8 | 40 |
| met2 | 1181 | 56.6 | 43 |
| met3 | 138 | 13.2 | 14 |
| met4 | 0 | 10.4 | 3.2 |
| met5 | - | 0 | 0 |
-- metrics by stage --
step	setup WS [ps]	area, um^2	power (mW)
floorplan	1390	13400	2.55
global placement	1270	17900	3.35
detailed placement	1260	17900	3.36
CTS	1450	18800	5.34
global route	1300	18800	5.56
finish	1420	18800	5.34
-- cell usage after synthesis, drive strengths merged, types with 10 or more instances --
library cell,number
ha,12
nand2,127
and2,10
o21ai,118
nand4,40
or3,38
nor2,167
o211ai,21
dfrtp,207
o21a,14
o41ai,15
mux2i,11
and3,14
inv,32
clkbuf,65
buf,18
a221o,16
or4,25
a21oi,127
nor3,105
nand2b,13
nand3,90
o311ai,14
a22oi,13
xnor2,21
o22a,14
nor4,113
a31oi,27
Power and IR drop assume default switching activity.
